==> flow/design.v <==
`timescale 1ns / 1ps  
`timescale 1ns / 1ps
module Demo_Project(
    input SW0,SW1,SW2,SW3,SW4,SW5,SW6,SW7,SW15,
    input clock,
    output LED0,LED1,LED2,LED3,LED4,LED5,LED6,LED7,LED14,LED15,
    output a, b, c, d, e, f, g, dp,
    output [3:0] an,  
    output I1,I2,I3,I4,
    output reg enableA, enableB
    );
    assign LED0 = SW0;
    assign LED1 = SW1;
    assign LED2 = SW2;
    assign LED3 = SW3;
    assign LED4 = SW4;
    assign LED5 = SW5;
    assign LED6 = SW6;
    assign LED7 = SW7;
    assign LED15 = SW15;
    assign reset0 = SW15;
    assign resetn0 = SW15;
    localparam N = 18;
    reg [3:0] in0, in1, in2, in3;
    reg [18:0] counter;
    reg [24:0] count;
    reg [18:0] width;
    reg [2:0] speed;
    reg [N-1:0]countn;
    reg [1:0] reset;
    reg [1:0] resetn;
    reg [6:0]sseg;
    reg [3:0]an_temp;
    reg [6:0] sseg_temp;
    reg [30:0] stop;
    reg LEDONOFF;
    reg temp_PWM;
    reg temp_PWM1;
    reg temp_PWM2;
    reg temp_PWM3;
    reg temp_PWM4;
    assign LED14 = LEDONOFF;
    initial begin
        counter = 0;
        count = 0;
        countn = 0;
        width = 0;
        speed = 0;
        stop = 0;
        temp_PWM = 0;
        temp_PWM1 = 0;
        temp_PWM2 = 0;
        temp_PWM3 = 0;
        temp_PWM4 = 0;
        in0 = 0;
        in1 = 0;
        in2 = 0;
        in3 = 0;
        reset = 0;
        resetn = 0;
        LEDONOFF = 0;
    end  
    always@(*) begin     
        if(SW0)
        begin
            enableA <= temp_PWM;
            enableB <= temp_PWM;
            speed = 0;   
            in1 = 5;
            in2 = 2;
            in3 = 15;
        end 
        else if(SW1)
        begin
            enableA <= temp_PWM;
            enableB <= temp_PWM;
            speed = 1;   
            in1 = 0;
            in2 = 5;
            in3 = 15;
        end 
        else if(SW2)
        begin
            enableA <= temp_PWM;
            enableB <= temp_PWM;
            speed = 2;  
            in1 = 5;
            in2 = 7;
            in3 = 15;
        end 
        else if(SW3)
        begin
            enableA <= temp_PWM;
            enableB <= temp_PWM;
            speed = 3;  
            in1 = 0;
            in2 = 0;
            in3 = 1;
        end 
        else 
        begin
            enableA <= 0;
            enableB <= 0;
            speed = 4;   
            in1 = 0;
            in2 = 0;
            in3 = 0;
        end
    end
    always@(*)begin                  
    case(speed)
        2'd0 : width = 19'd196608;  
        2'd1 : width = 19'd262144;  
        2'd2 : width = 19'd393216;  
        2'd3 : width = 19'd524287;  
        default : width = 19'd0;
    endcase
    end
    always@(posedge clock) begin
        if (resetn)                      
            countn <= 0;
        else
            countn <= countn + 1;
    end
    always @(posedge clock)begin
        if(stop==0)begin
            if (count == 3000000)begin
                stop <= 1;
            end
            counter <= counter+1;
            if(counter < width)begin
                temp_PWM <= 1;
            end
            else begin
                temp_PWM <= 0;
            end
        end
        else begin
            if(stop == 1000)begin 
                stop <= 1;
            end
            stop <= stop + 1;
            temp_PWM <= 0;
            if(SW15)begin
                stop <= 0;
            end
        end
    end
    always@(*) begin     
        if(SW4)begin                             
            temp_PWM1 <= 1;
            temp_PWM2 <= 0;
            temp_PWM3 <= 0;
            temp_PWM4 <= 1;
            in0 <= 11;
        end
        if(SW5)begin                             
            temp_PWM1 <= 0;
            temp_PWM2 <= 1;
            temp_PWM3 <= 1;
            temp_PWM4 <= 0;
            in0 <= 10;
        end    
        if(SW6)begin                             
            temp_PWM1 <= 0;
            temp_PWM2 <= 1;
            temp_PWM3 <= 0;
            temp_PWM4 <= 1;
            in0 <= 12;
        end  
        if(SW7)begin                             
            temp_PWM1 <= 1;
            temp_PWM2 <= 0;
            temp_PWM3 <= 1;
            temp_PWM4 <= 0;
            in0 <= 13;
        end  
        if(~SW4 && ~SW5 && ~SW6 && ~SW7)begin    
            temp_PWM1 <= 0;
            temp_PWM2 <= 0;
            temp_PWM3 <= 0;
            temp_PWM4 <= 0;
            in0 <= 15;
        end 
    end
    always @ (*)begin        
    case(countn[N-1:N-2])  
        2'b00 :   
        begin
            sseg = in0;
            an_temp = 4'b1110;
        end
        2'b01:   
        begin
            sseg = in1;
            an_temp = 4'b1101;
        end
        2'b10:   
        begin
            sseg = in2;
            an_temp = 4'b1011;
        end
        2'b11:   
        begin
            sseg = in3;
            an_temp = 4'b0111;
        end
    endcase
    end
    assign an = an_temp;     
    always @ (*)begin        
    case(sseg)
        4'd0 : sseg_temp = 7'b1000000;  
        4'd1 : sseg_temp = 7'b1111001;  
        4'd2 : sseg_temp = 7'b0100100;  
        4'd3 : sseg_temp = 7'b0110000;  
        4'd4 : sseg_temp = 7'b0011001;  
        4'd5 : sseg_temp = 7'b0010010;  
        4'd6 : sseg_temp = 7'b0000010;  
        4'd7 : sseg_temp = 7'b1111000;  
        4'd8 : sseg_temp = 7'b0000000;  
        4'd9 : sseg_temp = 7'b0010000;  
        4'd10 : sseg_temp = 7'b0000011; 
        4'd11 : sseg_temp = 7'b0001110; 
        4'd12 : sseg_temp = 7'b1000111; 
        4'd13 : sseg_temp = 7'b0101111; 
        default : sseg_temp = 7'b0111111;  
    endcase
    end
    assign {g, f, e, d, c, b, a} = sseg_temp;    
    assign dp = 1'b1;        
    assign I1 = temp_PWM1;   
    assign I2 = temp_PWM2;
    assign I3 = temp_PWM3;
    assign I4 = temp_PWM4;
endmodule
==> flow/run.sh <==
#!/bin/bash
# OpenROAD 26Q1-2900-gdf79404cd8, Yosys 0.63+post, stock flow scripts
make -C /OpenROAD-flow-scripts/flow DESIGN_CONFIG=/design/flow/config.mk WORK_HOME=/design/flow/orfs finish
==> flow/config.mk <==
export PLATFORM = sky130hd
export DESIGN_NAME = Demo_Project
export DESIGN_NICKNAME = Demo_Project
export VERILOG_FILES = /design/flow/design.v
export SDC_FILE = /design/flow/constraint.sdc
export NUM_CORES = 4
export LEC_CHECK = 1
export CORE_UTILIZATION = 40
==> flow/constraint.sdc <==
current_design Demo_Project

set clk_period 4.0
set clk_io_pct 0.2

create_clock -name clk0 -period $clk_period [get_ports {clock}]

set non_clock_inputs [all_inputs -no_clocks]
set_input_delay [expr $clk_period * $clk_io_pct] -clock clk0 $non_clock_inputs
set_output_delay [expr $clk_period * $clk_io_pct] -clock clk0 [all_outputs]
==> results.sh <==
# physical design summary
export IMPL_setup_tns_ns=0
export IMPL_peakVddDrop_mv=0.191
export IMPL_rsz0062_at_grt="false"
export IMPL_clock_latency_ns=0.34
export IMPL_setup_ws_ns=0.194
export IMPL_worstHoldStart="countn[0]"
export IMPL_reg2reg_slack_ns=1.65
export IMPL_startpoint_type="input port"
export IMPL_hp_class="reg2reg"
export IMPL_holdPathStages=1
export IMPL_setup_violations=0
export IMPL_overflow=0
export IMPL_clock_fmax_mhz=263
export IMPL_worstReg2RegEnd="stop[30]"
export IMPL_cts_made_buffers=9
export IMPL_grt_max_degree=32
export IMPL_ff_type="edfxtp_1"
export IMPL_clockRootBuffer="clkbuf_8"
export IMPL_die_area_um2=11300
export IMPL_syn2layout_area_growth_pct=17.2
export IMPL_vias=3394
export IMPL_ys_cells=449
export IMPL_drt_antenna_violating_nets=0
export IMPL_drive_gt1_share_pct=12.2
export IMPL_h_tree_depth=3
export IMPL_fill_cells=972
export IMPL_core_um2=10500
export IMPL_cap_violations=0
export IMPL_drc=0
export IMPL_clkTransAtPathRegs_ns=0.08
export IMPL_layout_top_cells="edfxtp_1 (50), nor2_1 (36), xnor2_1 (31), clkdlybuf4s50_1 (31), a21oi_1 (28)"
export IMPL_rr_startpoint="stop[2]"
export IMPL_grt_pass1_wl_mm=14.2
export IMPL_seqCellArea_um2=1880
export IMPL_cp_end_kind="output pin"
export IMPL_crit_type="in2out"
export IMPL_crit_top_cell="clkdlybuf4s50_1"
export IMPL_cts_hold_buf=0
export IMPL_ys_area_um2=4370
export IMPL_gp_congestion=0.857
export IMPL_cp_max_fo=4
export IMPL_p_per_area_nw_per_um2=409
export IMPL_cts_sinks=69
export IMPL_r2r_cells=4
export IMPL_die_h_um=107
export IMPL_logic_area_um2=2290
export IMPL_wire_per_inst_um=13.3
export IMPL_row_count=37
export IMPL_dr_pass1_iters=4
export IMPL_syn_inst=449
export IMPL_status="complete, no violations"
export IMPL_track_usage_pct=15.9
export IMPL_yosysUniqueCellTypes=52
export IMPL_crit_path_cell_trace="clkdlybuf4s50_1, nor2b_2, o31a_1, or2_4, buf_4, ha_1, o211ai_1, o31ai_1, mux2i_1, clkdlybuf4s50_1"
export IMPL_wirelength_mm=8.38
export IMPL_drv_slew=0
export IMPL_ys_flops=69
export IMPL_tightest_slew_ns=0.602
export IMPL_lay_top_count="edfxtp_1"
export IMPL_antenna_cells=0
export IMPL_finClkSkew_ns=0.0102
export IMPL_viasPerCell=5.40
export IMPL_warning_count=31
export IMPL_async_flop_share_pct=0
export IMPL_dpl_worst_slack_ns=-0.152
export IMPL_crit_arrival_ns=3.01
export IMPL_finalPower_mw=2.10
export IMPL_hold_worst_slack_ns=0.432
export IMPL_dp_hpwl_mm=5.82
export IMPL_antenna_found_initial=0
export IMPL_boundaryPins=38
export IMPL_yosysWarningCount=3
export IMPL_tritoncts="done"
export IMPL_hold_viol=0
export IMPL_syn_avg_cell_area_um2=9.73
export IMPL_initCoreUtil_pct=41.7
export IMPL_required_ns=3.20
export IMPL_grt_pass1_vias=3077
export IMPL_whs_endpoint="countn[0]"
export IMPL_cts_path_max_buffers=2
export IMPL_min_period_over_period_pct=95.1
export IMPL_synth_area_um2=4370
export IMPL_slew_headroom_pct=59.5
export IMPL_cpPeakStageDelay_ns=0.48
export IMPL_chipWidth_um=107
export IMPL_worst_path_max_delay_cell="clkdlybuf4s50_1"
export IMPL_leakage_nw=1.82
export IMPL_period_needed_ns=3.81
export IMPL_port_buffer_count=35
export IMPL_drt_initial_drc_count=145
export IMPL_ys_seq_share_pct=43.1
export IMPL_final_util_pct=48.9
export IMPL_edf_count=50
-- power by group --
group          internal, mW  switching (mW)  total (mW)
clock network         0.266           0.275       0.541
registers             0.943           0.138        1.08
logic                 0.230           0.244       0.473
total                  1.44           0.657        2.10
-- synthesized netlist by cell type (all sizes together) (14+ instances only) --
library cell / n / share of area, %
edfxtp: 50 / 34
nand2: 25 / 2.1
buf: 15 / 2.5
ha: 28 / 8.0
nor4: 14 / 2.0
dfxtp: 19 / 8.7
or4: 16 / 2.8
nand3: 26 / 3.0
a21oi: 28 / 3.2
xnor2: 31 / 6.2
xor2: 14 / 2.8
nor2: 37 / 3.2
nand4: 16 / 2.6
o31ai: 15 / 2.6
inv: 19 / 1.6
-- flip-flops by register name, indices dropped and copies added, names as in the netlist --
name,count
temp_PWM,1
counter,19
stop,31
countn,18
-- final cells by class --
cell class,instances,area share (%)
clock buffer,10,2.91
clock inverter,6,0.831
inverter,19,1.39
multi-input combinational,333,44.7
sequential,69,36.8
tap,136,3.32
timing repair buffer,56,10.0
-- layer usage --
layer	vias to the layer above	share of wire, %	track usage, %
li1	1737	-	-
met1	1588	51	26.1
met2	61	44	23.7
met3	8	3.8	3.19
met4	0	1.0	1.37
met5	-	0	0
-- logic make-up after synthesis --
logic type | after synthesis | share of synthesized area, %
adders and majority gates | 28 | 8.02
and+or+nand+nor | 176 | 21.8
other | 2 | 0.172
xor gates and xnor gates | 45 | 9.02
muxes | 5 | 1.20
AOI/OAI and AO/OA | 77 | 11.5
DFF | 69 | 43.1
buffers and inverters | 47 | 5.24
-- per-stage QoR --
stage | instance area (um^2) | cells
2_1_floorplan | 4370 | 449
3_3_place_gp | 4890 | 613
3_5_place_dp | 4890 | 613
4_1_cts | 5090 | 629
5_1_grt | 5120 | 629
6_report | 5120 | 629
-- repair_timing --
| action | 4_1_cts | 5_1_grt |
|---|---|---|
| hold endpoints to repair | 0 | 0 |
| buffers inserted | 0 | 1 |
| endpoints found under the setup margin | 1 | 2 |
| resized | 6 | 7 |
| pin swaps | 0 | 4 |
-- how the worst max path moves through the flow --
| stage | slack (ns) | end | cells past startpoint | from |
|---|---|---|---|---|
| 4_1_cts | 0.02 | d | 9 | SW6 |
| 5_1_grt | 0.05 | e | 9 | SW2 |
| 6_report | 0.19 | e | 10 | SW2 |
-- worst max-delay path, delay by kind of cell --
| kind | cells | cell delay [ns] |
|---|---|---|
| adders and majority gates | 1 | 0.19 |
| muxes | 1 | 0.13 |
| buffers and inverters | 3 | 1.04 |
| and+or+nand+nor | 2 | 0.40 |
| AOI/OAI and AO/OA | 3 | 0.43 |
No activity file was given, so power comes from the tool's default toggle rates.
