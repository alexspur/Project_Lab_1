==> flow/run.sh <==
#!/bin/bash
# OpenROAD 26Q1-2900-gdf79404cd8, Yosys 0.63+post, stock flow scripts
make -C /OpenROAD-flow-scripts/flow DESIGN_CONFIG=/design/flow/config.mk WORK_HOME=/design/flow/orfs finish
==> flow/config.mk <==
export PLATFORM = sky130hd
export DESIGN_NAME = Mini_project
export DESIGN_NICKNAME = Mini_project
export VERILOG_FILES = /design/flow/design.v
export SDC_FILE = /design/flow/constraint.sdc
export NUM_CORES = 4
export LEC_CHECK = 1
export CORE_AREA = 10 10 83 83
export DIE_AREA = 0 0 93 93
==> flow/constraint.sdc <==
current_design Mini_project

set clk_period 3.1
set clk_io_pct 0.2

create_clock -name clk0 -period $clk_period [get_ports {clock}]

set non_clock_inputs [all_inputs -no_clocks]
set_input_delay [expr $clk_period * $clk_io_pct] -clock clk0 $non_clock_inputs
set_output_delay [expr $clk_period * $clk_io_pct] -clock clk0 [all_outputs]
==> flow/design.v <==
`timescale 1ns / 1ps
module Mini_project(
    input SW0,SW1,SW2,SW3,SW4,SW5,SW6,SW7,SW15,
    input clock,
    output LED0,LED1,LED2,LED3,LED4,LED5,LED6,LED7,LED14,LED15,
    output a, b, c, d, e, f, g, dp,
    output [3:0] an,  
    output [3:0] JA
    );
    assign LED0 = SW0;
    assign LED1 = SW1;
    assign LED2 = SW2;
    assign LED3 = SW3;
    assign LED4 = SW4;
    assign LED5 = SW5;
    assign LED6 = SW6;
    assign LED7 = SW7;
    assign LED15 = SW15;
    assign reset0 = SW15;
    assign resetn0 = SW15;
    localparam N = 18;
   reg [3:0] in0, in1, in2, in3;
    reg [18:0] counter;
    reg [24:0] count;
    reg [18:0] width;
    reg [20:0] speed;
    reg [N-1:0]countn;
    reg [1:0] reset;
    reg [1:0] resetn;
    reg [6:0]sseg;
    reg [3:0]an_temp;
    reg [6:0] sseg_temp;
    reg [30:0] stop;
    reg LEDONOFF;
    reg JA_temp;
    reg JA0_temp, JA1_temp, JA2_temp, JA3_temp;
    assign LED14 = LEDONOFF;
    initial begin
        counter = 0;
        count = 0;
        countn = 0;
        speed = 0;
        stop = 0;
        width=0;
        in0 = 0;
        in1 = 0;
        in2 = 0;
        in3 = 0;
        reset = 0;
        resetn = 0;
        LEDONOFF = 0;
    end  
    always@(*) begin     
        if(SW0)
        begin
            in1 = 5;
            in2 = 2;
            in3 = 15;
        end 
        else if(SW1)
        begin
            in1 = 0;
            in2 = 5;
            in3 = 15;
        end 
        else if(SW2)
        begin
            in1 = 5;
            in2 = 7;
            in3 = 15;
        end 
        else if(SW3)
        begin
            in1 = 0;
            in2 = 0;
            in3 = 1;
        end 
        else 
        begin
            speed = 0;  
            in1 = 0;
            in2 = 0;
            in3 = 0;
        end
    end
    always@(*)begin                  
    case({SW3,SW2,SW1,SW0})
    4'b0001: speed=416667;  
    4'b0010: speed=833333;
    4'b0100: speed=1249999;
    4'b1000: speed=1666667;
    default: speed = 0;
    endcase
    end
    always@(posedge clock) begin
        if (resetn)                      
            countn <= 0;
        else
            countn <= countn + 1;
    end
   always@(posedge clock) begin
        if (counter == 1666667)  
            counter <= 0;
        else
            counter <= counter + 1;
        if(counter < speed)begin
                JA_temp <= 1;
            end
            else begin
                JA_temp <= 0;
            end
    end
    always @(*)begin
    if(SW4 && counter < speed) begin  
        JA0_temp = 1;
        JA1_temp = 0;
        JA2_temp = 0;
        JA3_temp = 1;
    end 
    else if(SW5 && counter < speed) begin  
        JA0_temp = 0;
        JA1_temp = 1;
        JA2_temp = 1;
        JA3_temp = 0;
    end 
    else if (SW6 && counter < speed) begin  
        JA0_temp = 0;
        JA1_temp = 1;
        JA2_temp = 0;
        JA3_temp = 1;
    end       
    if(SW6 && counter < speed) begin  
        JA0_temp = 1;
        JA1_temp = 0;
        JA2_temp = 1;
        JA3_temp = 0;
    end    
   end
    always @ (*)begin        
    case(countn[N-1:N-2])  
        2'b00 :   
        begin
            sseg = in0;
            an_temp = 4'b1110;
        end
        2'b01:   
        begin
            sseg = in1;
            an_temp = 4'b1101;
        end
        2'b10:   
        begin
            sseg = in2;
            an_temp = 4'b1011;
        end
        2'b11:   
        begin
            sseg = in3;
            an_temp = 4'b0111;
        end
    endcase
    end
    assign an = an_temp;     
    always @ (*)begin        
    case(sseg)
        4'd0 : sseg_temp = 7'b1000000;  
        4'd1 : sseg_temp = 7'b1111001;  
        4'd2 : sseg_temp = 7'b0100100;  
        4'd3 : sseg_temp = 7'b0110000;  
        4'd4 : sseg_temp = 7'b0011001;  
        4'd5 : sseg_temp = 7'b0010010;  
        4'd6 : sseg_temp = 7'b0000010;  
        4'd7 : sseg_temp = 7'b1111000;  
        4'd8 : sseg_temp = 7'b0000000;  
        4'd9 : sseg_temp = 7'b0010000;  
        4'd10 : sseg_temp = 7'b0000011; 
        4'd11 : sseg_temp = 7'b0001110; 
        4'd12 : sseg_temp = 7'b1000111; 
        4'd13 : sseg_temp = 7'b0101111; 
        default : sseg_temp = 7'b0111111;  
    endcase
    end
   assign {g, f, e, d, c, b, a} = sseg_temp;    
   assign dp = 1'b1;        
   assign JA[0] = JA0_temp;
   assign JA[1] = JA1_temp; 
   assign JA[2] = JA2_temp; 
   assign JA[3] = JA3_temp;
endmodule
==> out/qor.csv <==
stage,metric,value,unit
run_status,status,finished clean,
placement,pre_cts_ws,-0.376,ns
power_and_ir_drop,leakage,0.547,nW
floorplanning,coreArea,5140,um^2
worst_setup_path,r2r_cells,4,
yosys,ys_seq_share,33.2,%
yosys,top_cells_by_count,"18 x dfxtp_1, 16 x buf_4, 14 x xnor2_1",
yosys,synth_area,1090,um^2
route,antennaDiodeCount,0,
final_timing,fin_ws,0.132,ns
worst_setup_path,slowest_delay,0.45,ns
layout,seq_area,360,um^2
yosys,post_synth_ao_oa_area_fraction,8.87,%
yosys,synth_cell_type_count,31,
final_timing,hold_viol,0,
worst_setup_path,cp.required,2.48,ns
floorplanning,die_h,93,um
clock_tree,ctsRootBufferMaster,clkbuf_8,
layout,drive_above_1_share,26.4,%
yosys,ys_cells,120,
final_timing,finClkSkew,0.00396,ns
layout,largest_register_ffs,18,
route,met1Wirelength,1030,um
yosys,top_cell_area_share,33.2,%
yosys,syn_avg_cell_area,9.05,um^2
yosys,simple_gate_share,21.0,%
power_and_ir_drop,p_total,0.436,mW
global_route,antenna_found_initial,0,
layout,largestRegisters,countn: 18 flops,
clock_tree,cts_tree,yes,
global_route,grt.total_usage,4.68,%
worst_setup_path,crit_path_start,SW0,
global_route,grt_pass1_wl,3540,um
layout,syn2layout_area_growth,31.7,%
floorplanning,core.rowCount,26,
worst_setup_path,critPathCaptureType,primary output,
layout,stdcell_area,1430,um^2
clock_tree,postCtsHoldBufs,0,
job,warning_count,30,
clock_tree,clock_sinks,18,
layout,comb_area,623,um^2
worst_setup_path,worstSetupEndpoint,e,
route,highest_layer,met3,
worst_setup_path,reg2reg_to,countn[10],
clock_tree,cts_buffers,3,
worst_setup_path,cp-start-kind,input pin,
final_timing,fin_crit_sh,95.7,%
worst_setup_path,crit_top_cell,buf_4,
yosys,syn_inst,120,
worst_setup_path,reg2reg_from,countn[0],
yosys,ff_type,dfxtp_1,
final_timing,drv_slew,0,
floorplanning,die_x,93,um
route,route.met3.wl,135,um
route,wl_per_cell,9.39,um
route,drc,0,
power_and_ir_drop,irDropWorstVdd,0.150,mV
clock_tree,htree_levels,1,
route,drt-total-wl,2010,um
global_route,overflow,0,
worst_setup_path,path_class,in2out,
route,drt-initial-drc-count,14,
clock_tree,clock_latency,0.25,ns
yosys,ys_chip_area,1090,um^2
route,routed_via_density,3.72,
floorplanning,fp_util,21.1,%
yosys,edf_count,0,
worst_setup_path,crit_fanout,2,
yosys,yosysMostFrequentCell,dfxtp_1,
yosys,ys.flops,18,
global_route,grt_max_degree,12,
yosys,area_leaders,"dfxtp_1 33%, xnor2_1 11%, buf_4 11%",
yosys,top_logic_kind,simple AND/OR/NAND/NOR gates,
layout,largest-register,countn,
floorplanning,chipArea,8650,um^2
min_path,hold_class,reg2reg,
floorplanning,io_pins,36,
yosys,yosys_warnings,45,
worst_setup_path,cp_cell_sequence,dlygate4sd2_1 > and2b_4 > o22ai_4 > nand2_2 > inv_2 > buf_4 > buf_4 > ha_1 > nand2_1 > a21o_1 > clkdlybuf4s50_1,
yosys,synthMuxAreaShare,2.42,%
route,ant_nets,0,
power_and_ir_drop,power_density,305,nW/um^2
placement,gp_congestion,0.800,
clock_tree,clk_pin_slew,0.06,ns
worst_setup_path,crit_arrival,2.35,ns
yosys,ys_sh_adder,8.06,%
layout,utilization,27.8,%
global_route,grt_pass1_vias,792,
final_timing,hold-worst-slack,0.439,ns
yosys,synthArstFlopShare,0,%
clock_tree,cts_buffer_depth,2,
route,vias,797,
route,dr.pass1.iters,3,
placement,place_area,1340,um^2
yosys,xor_area_share,12.9,%
worst_setup_path,slowest_stage,clkdlybuf4s50_1,
yosys,yosys.area.top_type,dfxtp_1,
final_timing,setup_viol_count_final,0,
placement,portBuffers,19,
final_timing,layout_min_cycle_time,2.97,ns
worst_setup_path,reg2reg_slack,1.82,ns
route,wl_met2,843,um
final_timing,max_freq,337,MHz
job,maxCapViolCount,0,
placement,dpl.hpwl,1550,um
layout,fill_cells,560,
final_timing,rsz0062_at_grt,false,
[layout make-up]
type	instances	area share (%)
inverters	4	1.05
clock buffers	4	3.85
multi-input cells	85	43.6
well taps	70	6.12
repair buffers	33	20.2
flip-flops and latches	18	25.2
[report_power, final]
part,leakage [nW],switching (mW),internal [mW]
sequential,0.145,0,0.231
combinational,0.373,0.00637,0.0110
clock,0.0288,0.0747,0.113
[kinds of logic (layout without fill, tap and decap cells)]
logic type      count (synthesis)  in the layout
buf+inv                        21             41
other cells                     2              6
simple gates                   43             43
mux                             2              2
compound gates                 11             11
xor+xnor                       16             16
fa+ha+maj                       7              7
flops                          18             18
[placed cells by master, fill, tap and decap left out, types with 2 or more instances in the layout]
master	netlist	routed
nor2_1	7	6
nand2b_1	2	2
dfxtp_1	18	18
nand4_1	3	3
conb_1	2	6
clkdlybuf4s50_1	0	14
inv_2	0	2
xor2_1	2	2
o21ai_0	3	2
nand3_1	9	9
and4_4	2	2
a21oi_1	2	2
ha_1	7	5
dlymetal6s2s_1	0	2
nand2_1	13	13
inv_1	4	2
clkbuf_8	0	4
buf_4	16	14
xnor2_1	14	14
[worst max-delay path: cells and delay by family]
family	cells	cell delay, ns
simple gates	3	0.40
compound gates	2	0.18
fa+ha+maj	1	0.16
buf+inv	5	0.99
[how the worst min path moves through the flow]
stage	startpoint	to	slack, ns	cells after the start
6_report	countn[0]	countn[0]	0.44	1
5_1_grt	countn[5]	countn[5]	0.47	1
4_1_cts	countn[0]	countn[0]	0.44	1
[layer usage]
metal	vias up	track usage [%]
met3	0	1.53
met5	-	0
met2	24	6.95
met4	0	0.643
met1	349	6.62
li1	424	-
[stage by stage]
step,TNS (ns),std cells
3_3_place_gp,-1.70,208
3_5_place_dp,-1.84,208
5_1_grt,0,214
4_1_cts,0,213
2_1_floorplan,0,124
6_report,0,214
[what timing repair did]
action,CTS,global route
buffers inserted,1,1
cloned,0,0
setup endpoints to repair,7,6
gates resized,6,11
pin swaps,3,5
Power is estimated from default activity; no workload was simulated.
